## constraint.sdc

```tcl
current_design circuit_5_41

set clk_period 1.9
set clk_io_pct 0.2

create_clock -name clk0 -period $clk_period [get_ports {clk}]

set non_clock_inputs [all_inputs -no_clocks]
set_input_delay [expr $clk_period * $clk_io_pct] -clock clk0 $non_clock_inputs
set_output_delay [expr $clk_period * $clk_io_pct] -clock clk0 [all_outputs]
```

## design.v

```verilog
module circuit_5_41(y_out, x, clk, reset);
   output reg y_out;
   input x, clk, reset;
   reg [2:0] state, nextstate;
   parameter s0 = 3'b000, s1 = 3'b001, s2 = 3'b010, s3 = 3'b011, s4 = 3'b100;
   always @(posedge clk, negedge reset)
	if(reset == 0)
	   state <= s0;
	else 
	   state <= nextstate;
   always @(state, x)
	begin
	   y_out = 0;
	   nextstate = s0;
	   case(state)
		s0:  if(x)
			begin
			   nextstate = s4;
			   y_out = 1;
			end
		     else
			begin
			   nextstate = s3;
			   y_out = 0;
			end
		s1:  if(x)
			begin
			   nextstate = s4;
			   y_out = 1;
			end
		     else
			begin
			   nextstate = s1;
			   y_out = 0;
			end
		s2:  if(x)
			begin
			   nextstate = s0;
			   y_out = 1;
			end
		     else
			begin
			   nextstate = s2;
			   y_out = 0;
			end
		s3:  if(x)
			begin
			   nextstate = s2;
			   y_out = 1;
			end
		     else
			begin
			   nextstate = s1;
			   y_out = 0;
			end
		s4:  if(x)
			begin
			   nextstate = s3;
			   y_out = 0;
			end
		     else
			begin
			   nextstate = s2;
			   y_out = 0;
			end
		default: nextstate = 3'bxxx;
	   endcase
	end
endmodule
```

## run.sh

```bash
#!/bin/bash
# OpenROAD 26Q1-2900-gdf79404cd8, Yosys 0.63+post, stock flow scripts
make -C /OpenROAD-flow-scripts/flow DESIGN_CONFIG=/design/flow/config.mk WORK_HOME=/design/flow/orfs finish
```

## config.mk

```make
export PLATFORM = sky130hd
export DESIGN_NAME = circuit_5_41
export DESIGN_NICKNAME = circuit_5_41
export VERILOG_FILES = /design/flow/design.v
export SDC_FILE = /design/flow/constraint.sdc
export NUM_CORES = 4
export LEC_CHECK = 1
export CORE_AREA = 10 10 70 70
export DIE_AREA = 0 0 80 80
```

==> reports/metrics.cfg <==
[critical_path]
crit_path_start_kind = flop
reg2reg_slack_ps = 1100
cp_max_fo = 2
worstSetupStartpoint = state[4]$_DFF_PN0_
crit_required_ps = 1520
cp_data_arrival_time_ps = 1160
worstSetupEndpointType = output pin
r2r_start = state[3]$_DFF_PN0_
critPathKind = reg -> out

[run]
max-cap-violations = 0
warning_count = 25

[global_routing]
grt_use_total_pct = 1.53
grt_max_degree = 7
overflow = 0
antenna_found_initial = 0
grt_pass1_vias = 161
grt_pass1_wl_um = 690

[final_timing]
fin_ws_ps = 359
rsz0062_at_grt = false
maxSlewHeadroom_pct = 85.1
period_used_pct = 81.1
setup_viol = 0
fin_crit_ps = 1540
tightestPinTransition_ps = 222
max_freq_mhz = 649
fin_skew_ps = 3.66
maxSlewViolCount = 0
setup-tns-final_ps = 0
report.final.hold_viol_count = 0

[floorplanning]
initial_utilization_pct = 5.35
rows = 21
die_height_um = 80
core_area_mm2 = 0.00342
dieArea_mm2 = 0.00640
fp.dieW_um = 80
ios = 4

[logic_synthesis]
yosys.stat.seqShare_pct = 69.2
syn_avg_cell_area_um2 = 13.0
synth_warnings = 1
fa_ha_area_share_pct = 0
synthMuxAreaShare_pct = 6.16
ys_cells = 14
ys_ff = 5
syn-cell-area_um2 = 183
ys_sh_simple_pct = 11.6
xor_share_pct = 0
synth_chip_area_um2 = 183
netlist_instances = 14
yosys.cell_types.count = 9
ys_top_logic_family = AND-OR/OR-AND gates
aoi_share_pct = 13.0

[cts]
cts-buffers-inserted = 3
hold_buffers = 0
cts_buffer_depth = 2
path_clk_slew_ps = 40
htree_num_levels = 1
cts_tree = built
cts_num_sinks = 5
clock_latency_ps = 240
cts-root-buf = clkbuf_4

[place]
place_area_um2 = 278
numPortBuffers = 3
placement.setup.worst_slack_ps = 44.7
gp_congestion = 0.707

[cells_and_area]
reg_top3 = state: 5 flops
syn2layout_area_growth_pct = 78.8
max_flop_register = state
final_core_util_pct = 9.56
final_area_um2 = 327
fillers = 402
drive_above_1_share_pct = 33.3
largest_register_ffs = 5

[run_status]
outcome = completed

[route]
drt_wl_total_um = 422
routed_via_density = 2.00
vias = 142
drc = 0
drtAntennaViolNets = 0
first_iter_violations = 2
dr.pass1.iters = 2
wl_per_cell_um = 5.94

[pwr]
power.total_mw = 0.290
p_per_area_mw_per_mm2 = 889
ir_worst_vdd_mv = 0.200
p_leak_nw = 0.151

[hold_path]
worstHoldPathType = in -> async

cell families after synthesis:
group / after synthesis
simple gates: 5
flops: 5
compound gates: 3
mux: 1
synth_stat cells:
master | instances | share of area (%)
dfstp_2 | 1 | 14
o21a_1 | 1 | 4.1
o21ai_0 | 1 | 2.7
and2_1 | 1 | 3.4
dfrtp_1 | 4 | 55
o41a_1 | 1 | 6.2
mux2_2 | 1 | 6.2
nor2_1 | 3 | 6.2
nand2_1 | 1 | 2.1
metrics by stage:
stage | std cells | hold WS, ps
2_1_floorplan | 14 | 84.4
3_3_place_gp | 64 | 485
3_5_place_dp | 64 | 506
4_1_cts | 68 | 355
5_1_grt | 70 | 369
6_report | 71 | 354
worst max-delay path, cell delays in order (launching register included):
cell and delay [ps]:
dfrtp_1 370, o41a_1 410, dlymetal6s2s_1 140
final timing paths:
kind | endpoint | depth (start not counted)
worst max-delay path | y_out | 2
worst min-delay path | state[2]$_DFF_PN0_ | 1
worst max register to register | state[1]$_DFF_PN0_ | 2
worst min register to register | state[4]$_DFF_PN0_ | 1
max in group asynchronous | state[0]$_DFF_PN1_ | 1
min in group clk0 | state[3]$_DFF_PN0_ | 3
layout make-up:
cell class	instances	area, um2	area share [%]
flip-flops and latches	5	126	38.7
repair buffers	6	57.6	17.6
well taps	46	57.6	17.6
multi-input cells	9	56.3	17.2
clock buffers	4	26.3	8.05
diodes	1	2.50	0.766
layout by cell type (no fill, tap or decap), drive strengths merged:
cell           count
mux2               1
buf                3
dfstp              1
clkdlybuf4s50      1
nand2              1
diode              1
and2               1
o21ai              1
nor2               3
dfrtp              4
o21a               1
clkbuf             4
o41a               1
dlymetal6s2s       2
what timing repair did:
action                                  in CTS  in global routing
gates resized                                0                  2
endpoints found under the setup margin       0                  1
buffers inserted                             0                  2
endpoints found under the hold margin        0                  0
layer usage:
metal | global-route usage, % | wire, um | vias up
li1 | - | - | 69
met1 | 1.41 | 192 | 65
met2 | 1.52 | 137 | 8
met3 | 2.73 | 91 | 0
met4 | 0.352 | 0 | 0
met5 | 0 | 0 | -
report_power, final:
group          internal (mW)  leakage, nW  switching, mW
sequential             0.120       0.0648        0.00747
clock                 0.0794       0.0150         0.0443
combinational         0.0250       0.0708         0.0139
Power and IR drop assume default switching activity.
